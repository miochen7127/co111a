==> design.v <==
module HalfAdder(input a, b, output carry,sum);
  Xor g1(a,b,sum);
  And g2(a,b,carry);
endmodule
module FullAdder(input a, b,c, output carry,sum);
  Xor g1(a , b , xab);
  Xor g2(xab , c , sum);
  And g3(a , b , ab);
  And g4(a , c , ac);
  And g5(b , c , bc);
  Or  g6(ab , ac , abac);
  Or  g7(abac , bc , carry);
endmodule
module Add16(input[15:0] a, b, output[15:0] sum);
    HalfAdder g0(a[0], b[0], sum[0], carry1);
    FullAdder g1(a[1], b[1], carry1, sum[1], carry2);
    FullAdder g2(a[2], b[2], carry2, sum[2], carry3);
    FullAdder g3(a[3], b[3], carry3, sum[3], carry4);
    FullAdder g4(a[4], b[4], carry4, sum[4], carry5);
    FullAdder g5(a[5], b[5], carry5, sum[5], carry6);
    FullAdder g6(a[6], b[6], carry6, sum[6], carry7);
    FullAdder g7(a[7], b[7], carry7, sum[7], carry8);
    FullAdder g8(a[8], b[8], carry8, sum[8], carry9);
    FullAdder g9(a[9], b[9], carry9, sum[9], carry10);
    FullAdder g10(a[10], b[10], carry10, sum[10], carry11);
    FullAdder g11(a[11], b[11], carry11, sum[11], carry12);
    FullAdder g12(a[12], b[12], carry12, sum[12], carry13);
    FullAdder g13(a[13], b[13], carry13, sum[13], carry14);
    FullAdder g14(a[14], b[14], carry14, sum[14], carry15);
    FullAdder g15(a[15], b[15], carry15, sum[15], carry16);
endmodule
module Inc16(input[15:0] in,output[15:0] out);
    Add16 g1(in, true, out);
endmodule
module PC(input[15:0] in, input clock, load, inc, reset, output[15:0] out);
  wire[15:0] a,b,c,d,e;
  Inc16 g1(a, b);
  Mux16 g2(a,b,  inc, c);
  Mux16 g3(c, in, load,  d);
  Mux16 g4(d, 16'b0, reset, e);
  Register g5(e, clock, out, a);
endmodule
module Nand(input a,b, output out);
    nand g1(out,a,b);
endmodule
module Not(input in,output out);
    Nand g1(in,in,out);
endmodule
module Or(input a,b, output out);
    Nand g1(a,a,anad);
    Nand g2(b,b,band);
    Nand g3(anad,band,out);
endmodule
module Xor(input a,b, output out);
    Nand g1(a,b,AandB);
    Or g2(a,b,AorB);
    And g3(AandB,AorB,out);
endmodule
module And(input a,b, output out);
    Nand g1(a,b,AnandB);
    Nand g2(AnandB,AnandB,out);
endmodule
module Or8Way(input[7:0] in,output out);
    Or g1(in[7],in[6],or76);
    Or g2(in[5],in[4],or54);
    Or g3(in[3],in[2],or32);
    Or g4(in[1],in[0],or10);
    Or g5(or76,or54,or74);
    Or g6(or32,or10,or30);
    Or g7(or74,or30,out);
endmodule
==> run.sh <==
#!/bin/bash
# OpenROAD 26Q1-2900-gdf79404cd8, Yosys 0.63+post, stock flow scripts
make -C /OpenROAD-flow-scripts/flow DESIGN_CONFIG=/design/flow/config.mk WORK_HOME=/design/flow/orfs finish
==> config.mk <==
export PLATFORM = sky130hd
export DESIGN_NAME = Inc16
export DESIGN_NICKNAME = Inc16
export VERILOG_FILES = /design/flow/design.v
export SDC_FILE = /design/flow/constraint.sdc
export NUM_CORES = 4
export LEC_CHECK = 1
export CORE_AREA = 10 10 70 70
export DIE_AREA = 0 0 80 80
==> constraint.sdc <==
current_design Inc16

set clk_period 3.7
set clk_io_pct 0.2

create_clock -name clk0 -period $clk_period

set non_clock_inputs [all_inputs -no_clocks]
set_input_delay [expr $clk_period * $clk_io_pct] -clock clk0 $non_clock_inputs
set_output_delay [expr $clk_period * $clk_io_pct] -clock clk0 [all_outputs]
==> notes.md <==
The run has ended; figures from its reports follow.

The flow ran to the end, but the final reports show violations. The final reports fail on negative setup slack. The final hold violation count is 0.

STA classifies the critical path endpoint as a primary output. The count of endpoints failing setup in the final report is 5. The chip area from the yosys synthesis statistics is just under 300 µm². For reference, the final report shows the max-slew violation count at 0. The cell-mix breakdown from Yosys lists the compound-gate area share as 0%. The flip-flop and latch area came out at 0 µm². The largest family of logic cells by area is adder cells. The final route contains 257 vias.

The post-detailed-placement cell area came out at around 700 µm². The placeable core region is ~0.0034 mm². The cell-internal power came out at 150 µW. Sorting the synthesized cells by area gives the leading types as sky130_fd_sc_hd__ha_1, sky130_fd_sc_hd__buf_4, sky130_fd_sc_hd__and2_1. The critical path arrival came out at between 4 and 5 ns. For this configuration, the core starts out at a cell density of 8.68%.

In this run the worst hold path is classified as in -> out. The estimated wirelength of the detail-placed design came out at about 900 µm. The register area share after synthesis came out at 0%. The global route total overflow came out at 0.

The power density normalized to cell area came out at 299 mW/mm². The part of the power in combinational logic came out at 100.0%. The die height is ~80 µm. The average size of a mapped cell is ~9.3 µm². The wire length of the first global-routing pass came out at between 1000 and 1500 µm.

In the final routed layout, each cell accounts on average for around 10 µm. The die span in x came out at ~80 µm. The final clock period utilization by the worst path is 129%. The average via count per standard cell came out at approximately 2.8.

The most common cell in the synthesized netlist is sky130_fd_sc_hd__buf_4. Across every metal layer, demand over resource in global routing totals 2.63%. The power spent charging and discharging nets came out at 64.8 µW. Summed over all instances, the cell type with the most area after synthesis is sky130_fd_sc_hd__ha_1. The sequential group share of total power is 0%. The number of warnings in the stage logs came out at 36. The run reported a max-capacitance violation count of 0. Setup repair after global routing could not meet its margin everywhere. Of the total synthesized cell area, the portion taken by XOR and XNOR cells is 0%. The share of post-route cells with drive strength above 1 is 51.1%.

The number of cells in the yosys synthesis report came out at 32. The critical-path maximum fanout is 2. The portion of total power attributed to the clock network came out at 0%.

STA classifies the critical path startpoint as a primary input. The layout stage reports a final design area of between 700 and 800 µm². The final sequential cell count came out at 0. Summing all multiplexer cells gives an area fraction of 0%. The finished layout holds roughly 93 standard cells, fillers aside.

In the finished layout, the clock tree contains a buffer count of 0. The instance tally after logic synthesis came out at 32. The initialized floorplan defines 21 standard-cell rows. The required time at the worst-slack endpoint is ~3.0 ns. The initial antenna violation count came out at 0.

Counting instances in the post-synthesis netlist gives the leading cell types as sky130_fd_sc_hd__buf_4, sky130_fd_sc_hd__ha_1, sky130_fd_sc_hd__and2_1, sky130_fd_sc_hd__conb_1, sky130_fd_sc_hd__inv_1. The total instance count after detailed placement is just over 90. The unique cell type count in the Yosys netlist is 5. The quantity of hold-fixing buffers added after cts came out at 0. The end-of-flow core utilization is 21.1%. Looking at the VDD voltage map, the peak drop is about 0.20 mV. The time the final worst path needs with I/O delays and setup came out at around 4.8 ns. The count of port buffers added during placement came out at 30.

The DRC violation count after routing came out at 0. Routability-driven placement finished with a final weighted congestion of 0.819. The synthesized netlist devotes 2.11% of its cell area to simple gates. The full die area came out at 0.00640 mm². The aggregate routed wire length came out at 948 µm. The combined area of all synthesized cells is a little under 300 µm². The slack of the critical path is -1.08 ns.

Once iteration 0 of detailed routing completed, the report listed 0 DRC markers. The area added between synthesis and finish came out at 143%. For reference, full adder, half adder and majority cells occupy ~55% of the area reported after synthesis. The maximum number of pins on one net before global-route repair came out at 3. In this run switching power makes up roughly 30% of total power. The sum of negative setup slack is -3.22 ns. The number of antenna repair diodes is 0. The via count of the first global-routing pass is ~290.

The count of nets left with antenna violations once routing finished came out at 0. OpenSTA lists the critical path startpoint as in[1]. The post-route worst hold slack came out at between 2 and 2.5 ns.

The detailed-routing iteration count for the pre-antenna-repair pass is 1. The capture point of the critical path was reported as out[15]. By startpoint and endpoint, the worst setup path is classified as in -> out. Yosys reports that the leading cell type by area covers a little over half of the netlist area. 32 I/O pins were placed.

Static timing analysis puts the maximum clock frequency at around 210 MHz. For this run, the number of Yosys warnings is 29. The leakage power in the latest report is approximately 0.00026 µW.
per-stage QoR:
stage                     total power, µW  worst slack (ns)
after CTS                             206             -1.09
after global routing                  241             -1.13
final                                 215             -1.08
after detailed placement              222             -2.10
after floorplan                       175             -1.09
after global placement                218             -2.09
power groups by stage:
stage     clock network, µW  logic, µW  registers [µW]
6_report                  0        215               0
5_1_grt                   0        241               0
4_1_cts                   0        206               0
layer usage:
metal | track usage (%) | up-vias | part of all wire [%]
met3 | 2.84 | 0 | 29
met2 | 3.93 | 29 | 30
li1 | - | 120 | -
met4 | 0 | 0 | 0
met1 | 2.64 | 108 | 41
met5 | 0 | - | 0
critical path, stage by stage:
cell,delay (ns)
sky130_fd_sc_hd__buf_8,0.09
sky130_fd_sc_hd__inv_8,0.03
sky130_fd_sc_hd__ha_4,0.23
sky130_fd_sc_hd__ha_4,0.27
sky130_fd_sc_hd__ha_4,0.19
sky130_fd_sc_hd__ha_4,0.26
sky130_fd_sc_hd__ha_4,0.19
sky130_fd_sc_hd__ha_4,0.26
sky130_fd_sc_hd__ha_4,0.19
sky130_fd_sc_hd__ha_4,0.26
sky130_fd_sc_hd__ha_4,0.19
sky130_fd_sc_hd__ha_4,0.26
sky130_fd_sc_hd__ha_4,0.19
sky130_fd_sc_hd__ha_4,0.27
sky130_fd_sc_hd__ha_4,0.18
sky130_fd_sc_hd__and2_4,0.12
sky130_fd_sc_hd__buf_2,0.10
timing repair:
item                                    in CTS  in global routing
setup buffers                                1                  0
pin swaps                                   14                  0
gates resized                               36                  3
endpoints found under the setup margin       9                  6
placed cells by master, fill, tap and decap left out, drive strengths merged:
cell,n
buf,9
inv,1
clkdlybuf4s50,20
and2,1
ha,13
conb,1
dlygate4sd2,2
layout make-up:
cell class,instances,area (µm²)
tap,46,57.6
multi-input combinational,15,338
timing repair buffer,31,313
fill,378,2700
inverter,1,11.3
worst min-delay path by stage:
stage                 start     end  slack [ns]  cells after the start
after CTS             in[1]  out[1]        2.10                      3
final                 in[1]  out[1]        2.10                      3
after global routing  in[1]  out[1]        2.10                      3
cell families (layout without fill, tap and decap cells):
family        after synthesis  after routing
buf+inv                    17             32
fa+ha+maj                  13             13
other cells                 1              1
simple gates                1              1
Power figures rest on the tool's default switching activity, not on a simulated workload.
